**flow/run.sh**
```bash
#!/bin/bash
# OpenROAD 26Q1-2900-gdf79404cd8, Yosys 0.63+post, stock flow scripts
make -C /OpenROAD-flow-scripts/flow DESIGN_CONFIG=/design/flow/config.mk WORK_HOME=/design/flow/orfs finish
```
**flow/design.v**
```verilog
module videoCache(input [15:0]cAddress,input [7:0]cData,output [14:0]vAddress,output [7:0]vData, input wEnable,input clk);
	wire[15:0] iAddress;
	wire[7:0] iData;
	wire writeEnable;
	reg[14:0] oAddress;
	reg[7:0] oData;
	reg[15:0] sAddress;
	reg[7:0] sData;
	always @ (posedge clk)
	begin
		if(iAddress>=16'h8000&& iAddress<=16'hF530)
		begin
			sAddress <= iAddress;
			sData <= iData;
		end
		if(writeEnable==1'b01)
		begin
			oAddress <= sAddress-16'h8000;
			oData <= sData;
		end else
		begin
		end
	end
	assign iAddress=cAddress;
	assign iData=cData;
	assign vAddress= wEnable ? oAddress : {15'bz};
	assign vData= wEnable ? oData : {7'bz};
	assign writeEnable = wEnable;
endmodule
```
**flow/constraint.sdc**
```tcl
current_design videoCache

set clk_period 4.1
set clk_io_pct 0.2

create_clock -name clk0 -period $clk_period [get_ports {clk}]

set non_clock_inputs [all_inputs -no_clocks]
set_input_delay [expr $clk_period * $clk_io_pct] -clock clk0 $non_clock_inputs
set_output_delay [expr $clk_period * $clk_io_pct] -clock clk0 [all_outputs]
```
**flow/config.mk**
```make
export PLATFORM = sky130hd
export DESIGN_NAME = videoCache
export DESIGN_NICKNAME = videoCache
export VERILOG_FILES = /design/flow/design.v
export SDC_FILE = /design/flow/constraint.sdc
export NUM_CORES = 4
export LEC_CHECK = 1
export CORE_UTILIZATION = 30
```
==> results.json <==
{
  "compound_area_frac": 0.0166,
  "ys_sh_adder": 0,
  "path_clk_slew_ns": 0.07,
  "arrival_ns": 2.19,
  "final.period_utilization": 0.735,
  "layout_top_cells": "48 x clkdlybuf4s50_1, 46 x edfxtp_1, 8 x and2_1",
  "lay_top_count": "clkdlybuf4s50_1",
  "synth_cells": 66,
  "die_y_um": 72.9,
  "place_area_um2": 2110,
  "worstRegToRegCells": 0,
  "slew_viol_final": 0,
  "numSynthFlops": 46,
  "tool_warnings": 25,
  "insertedDiodeCount": 0,
  "antenna_left": 0,
  "finalSetupViolCount": 0,
  "min_to": "oData[4]$_DFFE_PP_",
  "cts_tree": "built",
  "p_per_area_nw_per_um2": 419,
  "outcome": "complete, no violations",
  "dieArea_um2": 5320,
  "synth-simple-area-share": 0.0655,
  "leakagePower_nw": 0.753,
  "clk_latency_ns": 0.29,
  "maxSlewHeadroom": 0.604,
  "routed_wl_um": 2090,
  "root_buffer": "clkbuf_8",
  "power_uw": 918,
  "port_buffers": 48,
  "cap_viol_max_count": 0,
  "grt_pass1_wl_um": 3330,
  "grt_max_degree": 19,
  "synth_seq_share": 0.915,
  "wl_per_cell_um": 10.9,
  "yosys_area_um2": 1510,
  "cts_buffers": 5,
  "crit_type": "in -> out",
  "drc_errors": 0,
  "io_pins": 49,
  "fp.dieW_um": 72.9,
  "ys_warn_count": 3,
  "ctsLongestPathBuffers": 2,
  "cp-end-kind": "output port",
  "fp-utilization": 0.315,
  "grt_overflow": 0,
  "fill_cells": 416,
  "postLayoutCellArea_um2": 2190,
  "drive_above_1_share": 0.0887,
  "coreArea_um2": 4790,
  "holdCritPathClass": "reg -> reg",
  "fin_crit_ns": 3.01,
  "h-tree-depth": 2,
  "clkSinkCount": 46,
  "ir_drop_mv": 0.211,
  "grt_util_all_layers": 0.0908,
  "synth_cell_types": 11,
  "worst_setup_path_start_kind": "input pin",
  "r2r_end": "oAddress[14]$_DFFE_PP_",
  "vias": 767,
  "vias_per_cell": 4.02,
  "grt_pass1_vias": 747,
  "post_cts_buffers": 0,
  "drt_iter0_markers": 12,
  "yosys-stat-cells": 66,
  "ys_sh_xor": 0,
  "synthMuxAreaShare": 0,
  "clock_skew_ns": 0.00894,
  "min_path_cells": 0,
  "r2r-start": "sAddress[14]$_DFFE_PP_",
  "finish.utilization": 0.458,
  "grt_setup_unrepaired": "no",
  "holdBufCountCts": 0,
  "first_pass_iters": 3,
  "worst_slew_pin_slew_ns": 0.592,
  "fmax_mhz": 332,
  "dp_hpwl_um": 1580,
  "fin_setup_tns_ns": 0,
  "synth_area_per_cell_um2": 22.9,
  "required_ns": 3.28,
  "cts.repair.resized": 0,
  "synth.cell_area_um2": 1510,
  "num_rows": 25,
  "syn2layout_area_growth_pct": 45.3,
  "netlist_logic_family_top": "simple AND/OR/NAND/NOR gates",
  "hp-start": "sData[4]$_DFFE_PP_",
  "hold_violations": 0,
  "gp_congestion": 0.764,
  "antenna_found_initial": 0,
  "reg2reg_slack_ns": 3.47,
  "crit_fanout": 14
}
[cell usage after synthesis]
cell type	number	share of area
edfxtp_1	46	0.92
and2_1	8	0.033
nand2_1	3	0.0075
nand3_1	2	0.0066
a211oi_1	1	0.0050
inv_1	1	0.0025
nand4bb_1	1	0.0075
nor2_1	1	0.0025
nor4_2	1	0.0083
o2111ai_1	1	0.0058
o311ai_1	1	0.0058
[area by class of cell]
class | instances | area [µm²] | area share
flip-flops and latches | 46 | 1380 | 0.630
inverters | 1 | 3.75 | 0.00171
multi-input cells | 19 | 141 | 0.0645
repair buffers | 50 | 495 | 0.226
clock inverters | 2 | 13.8 | 0.00628
clock buffers | 6 | 72.6 | 0.0331
well taps | 67 | 83.8 | 0.0382
[power by group]
part | internal (mW) | leakage, nW | switching [mW]
Clock | 0.120 | 0.0452 | 0.137
Combinational | 0.0550 | 0.256 | 0.0238
Sequential | 0.573 | 0.452 | 0.00956
[sequential cells by signal, summed over array words and instances (netlist names)]
signal,cells
sAddress,15
sData,8
oData,8
oAddress,15
[through the flow]
step	instances	hold slack, ns	setup WS (ns)
4_1_cts	191	0.424	1.04
5_1_grt	191	0.428	0.960
6_report	191	0.423	1.09
3_3_place_gp	183	0.402	1.07
2_1_floorplan	66	0.400	0.671
3_5_place_dp	183	0.405	1.04
[worst max-delay path by stage]
| stage | slack, ns | cells past startpoint | start | to |
|---|---|---|---|---|
| CTS | 1.04 | 3 | wEnable | vData[4] |
| global route | 0.96 | 3 | wEnable | vData[0] |
| finish | 1.09 | 3 | wEnable | vData[4] |
[logic make-up after synthesis]
kind of cell           Yosys count
DFF                             46
buffers and inverters            1
and+or+nand+nor                 16
AOI/OAI and AO/OA                3
[metal layers]
metal,vias up,share of wire,wire [µm],global-route usage
met2,34,0.50,1040,0.145
met5,-,0,0,0
met4,0,0.021,44,0.0153
met1,352,0.38,801,0.124
li1,375,-,-,-
met3,6,0.099,206,0.0420
[critical path, stage by stage]
cell             delay, ns
clkdlybuf4s50_1       0.73
and2_1                0.19
clkdlybuf4s50_1       0.46
No activity file was given, so power comes from the tool's default toggle rates.
